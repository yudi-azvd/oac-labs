==> design.v <==
parameter
	ON = 32'b1,
	OFF = 32'b0,
	ZERO = 32'h0,
	OPC_LOAD			= 7'b0000011,
	OPC_STORE		= 7'b0100011,
	OPC_RTYPE		= 7'b0110011,
	OPC_BRANCH 		= 7'b1100011,
	OPC_JAL			= 7'b1101111,
	FUNCT7_ADD		= 7'b0000000,
	FUNCT7_SUB		= 7'b0100000,
	FUNCT7_SLT		= 7'b0000000,
	FUNCT7_AND 		= 7'b0000000,
	FUNCT7_OR		= 7'b0000000,
	FUNCT3_LW		= 3'b010,
	FUNCT3_SW 		= 3'b010,
	FUNCT3_ADD 		= 3'b000,
	FUNCT3_SUB		= 3'b000,
	FUNCT3_SLT 		= 3'b010,
	FUNCT3_AND		= 3'b111,
	FUNCT3_OR		= 3'b110,
	FUNCT3_BEQ		= 3'b000,
	ST_FETCH 		= 6'd00,
	ST_FETCH1		= 6'd01,
	ST_DECODE		= 6'd02,
	ST_LWSW			= 6'd03,
	ST_SW				= 6'd04,
	ST_LW				= 6'd05,
	ST_LW1			= 6'd06,
	ST_RTYPE			= 6'd07,
	ST_ULAREGWRITE	= 6'd08,
	ST_BRANCH		= 6'd09,
	ST_JAL			= 6'd10,
	ST_ERROR			= 6'b111111,
FOCAFOFA = 32'hF0CAF0FA;
module MemDadoInst (
	input wire iCLK,
	input [31:0] iEnd,
	input [31:0] iDadoEscrita,
	input wire iEscMem, iLeMem,
	output [31:0] oDado,
	output [31:0] oDebug
);
reg [31:0] MDI[0:255];
integer i;
initial
begin
	for(i = 0; i <= 255; i = i + 1'b1)
		MDI[i] = 32'b0;
	MDI[0] = 32'h00052283;		 
	MDI[1] = 32'h0045a303;		 
	MDI[2] = 32'h006303b3;		 
	MDI[3] = 32'h40538e33;		 
	MDI[4] = 32'h0062feb3;		 
	MDI[5] = 32'h0062ef33;		 
	MDI[6] = 32'h0062afb3; 		 
	MDI[7] = 32'h01c000ef;		 
	MDI[8] = 32'h00628063;		 
	MDI[9] = 32'h01c5a023;		 
	MDI[10] = 32'h01d5a223;		 
	MDI[11] = 32'h01e5a423;		 
	MDI[12] = 32'h01f5a623;		 
	MDI[13] = 32'h008000ef;		 
	MDI[14] = 32'hfe5284e3;	 
	MDI[15] = 32'h00000533;	 
	MDI[16] = 32'h000005b3;	 
	MDI[20] = 32'b1;			 
	MDI[21] = 32'd2;			
	MDI[22] = 32'd3;
	MDI[23] = 32'd4;
	MDI[24] = 32'd5;			 
	MDI[25] = 32'd6;
	MDI[26] = 32'd7;
	MDI[27] = 32'd8;
end
always @(posedge iCLK)
begin
	if(iEscMem)
	begin
		MDI[iEnd>>2] <= iDadoEscrita;
		oDebug <= iDadoEscrita;
	end
	else if (iLeMem)
	begin
		oDado <= (iLeMem == 1'b1) ? MDI[iEnd>>2] : 32'b0;
		oDebug <= (iLeMem == 1'b1) ? MDI[iEnd>>2] : 32'b0;
	end
end
endmodule 
==> run.sh <==
#!/bin/bash
# OpenROAD 26Q1-2900-gdf79404cd8, Yosys 0.63+post, stock flow scripts
make -C /OpenROAD-flow-scripts/flow DESIGN_CONFIG=/design/flow/config.mk WORK_HOME=/design/flow/orfs finish
==> config.mk <==
export PLATFORM = sky130hd
export DESIGN_NAME = MemDadoInst
export DESIGN_NICKNAME = MemDadoInst
export VERILOG_FILES = /design/flow/design.v
export SDC_FILE = /design/flow/constraint.sdc
export NUM_CORES = 4
export LEC_CHECK = 1
export CORE_UTILIZATION = 40
export SYNTH_MEMORY_MAX_BITS = 65536
==> constraint.sdc <==
current_design MemDadoInst

set clk_period 53.2
set clk_io_pct 0.2

create_clock -name clk0 -period $clk_period [get_ports {iCLK}]

set non_clock_inputs [all_inputs -no_clocks]
set_input_delay [expr $clk_period * $clk_io_pct] -clock clk0 $non_clock_inputs
set_output_delay [expr $clk_period * $clk_io_pct] -clock clk0 [all_outputs]
==> flow_summary.ini <==
; synthesis and place-and-route metrics
[outcome]
status = finished clean

[critical_path]
worstReg2RegEnd = oDebug[25]
r2r_start = MDI[183][25]
start_kind = input pin
cp_cell_sequence = buf_16 -> buf_4 -> buf_4 -> buf_4 -> buf_4 -> buf_4 -> buf_4 -> buf_4 -> buf_4 -> mux4_2 -> nand3_1 -> nand3_1 -> nor2_1 -> o21ai_0 -> buf_4 -> nor4_2 -> buf_4 -> nor2_1
crit_top_cell = buf_4
reg2reg_depth = 8
required_ns = 54.11
reg2reg_slack_ns = 49.28
critPathMaxStageDelay_ns = 0.62
crit_type = input pin to flip-flop
worstPathArrival_ns = 18.48
critPathMaxFanout = 47
slowest_stage = nor2_1
endpoint_kind = flip-flop

[cells_and_area]
num-fill-cells = 64190
comb_area_um2 = 67180
drive_gt1_frac = 0.2462
seq_area_um2 = 247900
syn_to_final_growth_pct = 14.05

[logic_synthesis]
ys_async_sr_fraction = 0
synthCells = 15300
xor_share = 0
edf_count = 8256
ys.flops = 8256
synth_cell_types = 53
ys_area_um2 = 316700
ff_type = edfxtp_1
synth.cell_area_um2 = 316700
mux_share = 0.1456
synth_area_per_cell_um2 = 20.70
postSynthSeqShare = 0.7828
top_logic_kind = multiplexers
ys_sh_adder = 0
ys_cells = 15300
simple_gate_share = 0.02810
compound_area_frac = 0.02989
yosys_warnings = 4

[final_timing]
finClkSkew_ns = 0.1686
slew_headroom = 0.2515
worst_pin_slew_ns = 1.119
setup_viol = 0
min_period_ns = 17.57
hold_violations = 0
fin_setup_tns_ns = 0
setup_ws_ns = 35.63
fin_crit_sh = 0.3303
rsz0062_at_grt = false
fmax_mhz = 56.92
whs_ns = 0.8724
report.final.slew_viol_count = 0

[clock_network]
cts_hold_buf = 0
clk-insertion-delay-late_ns = 1.20
post_cts_buffers = 0
clk_pin_slew_ns = 0.06
clock_path_buffers = 4
cts_tree = built
post_cts_resized = 0
cts_buffers = 812
cts_root_buf = clkbuf_16
htree_levels = 6
cts.sinks = 8256

[routing]
wl_per_cell_um = 33.30
dr_total_vias = 157900
drt_wl_total_um = 910400
ant_nets = 0
drc = 0
detail_route.vias_per_cell = 5.775
drtPass1Iterations = 5
drt_iter0_drc = 10930

[power]
peakVddDrop_v = 0.00003983
leakage_nw = 112.7
p_per_area_nw_per_um2 = 36.79

[floorplan]
floorplan.rows = 326
fp_util = 0.4017
ioPinCount = 131
core-area_um2 = 788500
die-area_um2 = 795400
die_w_um = 891.8
die_h_um = 891.8

[min_path]
holdPathEnd = oDado[26]
hold_depth = 6
min_from = MDI[144][26]
hold_class = flip-flop to flip-flop

[grt]
antenna_found_initial = 35
first_global_vias = 171100
grt_overflow = 0
gr-usage-all-layers = 0.2513
grt_pass1_wl_um = 1276000
grt_max_degree = 107

[run]
drv_cap = 0
warnings = 54

[place]
dp_hpwl_um = 520700
gp_congestion = 0.8922
dp_slack_ns = 34.32
io_buffers = 106
## power by group
part	internal (mW)	leakage [nW]	switching [mW]	total [mW]
clock	2.97	12.1	2.45	5.42
combinational	0.212	26.4	0.476	0.688
sequential	7.18	74.3	0.00729	7.18
total	10.4	113	2.93	13.3
## cell usage in the layout, fill, tap and decap left out, types with 27 or more instances in the layout
| cell type | n |
|---|---|
| a2111oi_2 | 28 |
| mux4_2 | 1472 |
| edfxtp_1 | 8256 |
| clkbuf_16 | 819 |
| nand4_1 | 135 |
| clkdlybuf4s50_1 | 65 |
| clkinv_16 | 31 |
| o211ai_1 | 31 |
| o21ai_0 | 280 |
| nor2_4 | 245 |
| nand3_1 | 833 |
| or3_1 | 27 |
| a21oi_1 | 314 |
| nor3_1 | 122 |
| a211oi_1 | 57 |
| a32oi_1 | 34 |
| mux2i_1 | 909 |
| buf_8 | 33 |
| buf_4 | 824 |
| o31ai_1 | 28 |
| a22oi_1 | 195 |
| clkinv_2 | 118 |
| a31oi_1 | 104 |
| a21o_1 | 30 |
| o22ai_1 | 309 |
| diode_2 | 70 |
| nor2_1 | 186 |
| mux2_2 | 342 |
| nand2_1 | 182 |
| a22o_1 | 31 |
| clkinv_1 | 224 |
| clkbuf_1 | 223 |
## registers in the layout, summed over array words and instances, names as in the netlist
register and cells:
MDI 8192, oDado 32, oDebug 32
## worst max-delay path, delay by kind of cell
family                 cells  cell delay, ns
and+or+nand+nor            5            1.51
muxes                      1            0.59
buffers and inverters     11            5.22
AOI/OAI and AO/OA          1            0.26
## metrics by stage
step                      power (mW)  cell area, um^2  std cells    util
final                          13.29           361200      27340  0.4581
after floorplan                7.633           316700      15300       -
after detailed placement       8.008           336100      25790  0.4262
after global routing           13.65           361200      27310  0.4581
after CTS                      13.37           361000      27270  0.4579
after global placement         8.001           336100      25790  0.4262
## logic make-up after synthesis
group	Yosys count
flip-flops	8256
multiplexers	2723
AND/OR/NAND/NOR	1864
AND-OR/OR-AND	1501
buffers and inverters	955
## synth_stat cells (all sizes together) (10+ instances only)
master | instances | area, um^2
edfxtp | 8256 | 247900
mux4 | 1472 | 33150
mux2i | 909 | 9099
nand3 | 844 | 4224
buf | 509 | 2656
clkbuf | 442 | 1659
nor2 | 431 | 1618
mux2 | 342 | 3851
a21oi | 314 | 1572
o22ai | 309 | 1933
o21ai | 281 | 1406
nand2 | 201 | 754.5
a22oi | 195 | 1464
nor3 | 137 | 685.7
nand4 | 135 | 844.6
a31oi | 104 | 650.6
a211oi | 57 | 427.9
a32oi | 34 | 297.8
nor4 | 33 | 206.5
a22o | 31 | 271.5
o211ai | 31 | 232.7
a2111oi | 30 | 276.5
a21o | 30 | 225.2
a311oi | 30 | 262.8
or3 | 30 | 187.7
o31ai | 28 | 210.2
a221oi | 13 | 113.9
nor2b | 10 | 62.56
## worst max path at each step
stage | startpoint | endpoint | slack, ns | cells past startpoint
final | iEnd[2] | oDado[18] | 35.63 | 18
after global routing | iEnd[2] | oDebug[18] | 35.02 | 18
after CTS | iEnd[2] | oDebug[18] | 35.55 | 18
## layout make-up
cell class	instances	share of cell area
repair buffers	947	0.02167
clock inverters	432	0.01006
multi-input cells	6088	0.1860
flip-flops and latches	8256	0.6864
inverters	4	0.00004157
clock buffers	1042	0.05906
well taps	10500	0.03636
diodes	70	0.0004849
## routing by layer
layer,global-route usage,vias to the layer above,share of wire
met4,0.09127,56,0.048
met2,0.3474,11020,0.45
met1,0.2717,79440,0.29
met5,0.03501,-,0.0029
li1,-,65690,-
met3,0.2317,1658,0.21
Power figures rest on the tool's default switching activity, not on a simulated workload.

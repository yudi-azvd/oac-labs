**design.v**
```verilog
parameter
	ON = 32'b1,
	OFF = 32'b0,
	ZERO = 32'h0,
	OPC_LOAD			= 7'b0000011,
	OPC_STORE		= 7'b0100011,
	OPC_RTYPE		= 7'b0110011,
	OPC_BRANCH 		= 7'b1100011,
	OPC_JAL			= 7'b1101111,
	FUNCT7_ADD		= 7'b0000000,
	FUNCT7_SUB		= 7'b0100000,
	FUNCT7_SLT		= 7'b0000000,
	FUNCT7_AND 		= 7'b0000000,
	FUNCT7_OR		= 7'b0000000,
	FUNCT3_LW		= 3'b010,
	FUNCT3_SW 		= 3'b010,
	FUNCT3_ADD 		= 3'b000,
	FUNCT3_SUB		= 3'b000,
	FUNCT3_SLT 		= 3'b010,
	FUNCT3_AND		= 3'b111,
	FUNCT3_OR		= 3'b110,
	FUNCT3_BEQ		= 3'b000,
	ST_FETCH 		= 6'd00,
	ST_FETCH1		= 6'd01,
	ST_DECODE		= 6'd02,
	ST_LWSW			= 6'd03,
	ST_SW				= 6'd04,
	ST_LW				= 6'd05,
	ST_LW1			= 6'd06,
	ST_RTYPE			= 6'd07,
	ST_ULAREGWRITE	= 6'd08,
	ST_BRANCH		= 6'd09,
	ST_JAL			= 6'd10,
	ST_ERROR			= 6'b111111,
FOCAFOFA = 32'hF0CAF0FA;
module MemDados(
	input wire iCLK,
	input [31:0] iEnd,
	input [31:0] iDadoEscrita,
	input wire iEscMem, iLeMem,
	output [31:0] oDado,
	output [31:0] oDebug
);
reg [31:0] BancoMem[0:255];
reg [8:0] i;	
initial 
begin
	for(i = 0; i <= 255; i = i + 1'b1)
		BancoMem[i] = 32'b0;
	BancoMem[0] = 32'b1;			 
	BancoMem[1] = 32'd2;			
	BancoMem[2] = 32'd3;
	BancoMem[3] = 32'd4;
	BancoMem[4] = 32'd5;			 
	BancoMem[5] = 32'd6;
	BancoMem[6] = 32'd7;
	BancoMem[7] = 32'd8;
end
always @(posedge iCLK)
begin
	if(iEscMem)
	begin
		BancoMem[iEnd>>2] <= iDadoEscrita;
		oDebug <= iDadoEscrita;
	end
end
assign oDado = (iLeMem == 1'b1) ? BancoMem[iEnd>>2] : 32'b0;
endmodule 
```
**run.sh**
```bash
#!/bin/bash
# OpenROAD 26Q1-2900-gdf79404cd8, Yosys 0.63+post, stock flow scripts
make -C /OpenROAD-flow-scripts/flow DESIGN_CONFIG=/design/flow/config.mk WORK_HOME=/design/flow/orfs finish
```
**config.mk**
```make
export PLATFORM = sky130hd
export DESIGN_NAME = MemDados
export DESIGN_NICKNAME = MemDados
export VERILOG_FILES = /design/flow/design.v
export SDC_FILE = /design/flow/constraint.sdc
export NUM_CORES = 4
export LEC_CHECK = 1
export CORE_UTILIZATION = 50
export SYNTH_MEMORY_MAX_BITS = 65536
```
**constraint.sdc**
```tcl
current_design MemDados

set clk_period 33.9
set clk_io_pct 0.2

create_clock -name clk0 -period $clk_period [get_ports {iCLK}]

set non_clock_inputs [all_inputs -no_clocks]
set_input_delay [expr $clk_period * $clk_io_pct] -clock clk0 $non_clock_inputs
set_output_delay [expr $clk_period * $clk_io_pct] -clock clk0 [all_outputs]
```
==> out/metrics.csv <==
metric,value,unit
die_w,795.9,um
grt_max_degree,111,
drive_gt1_share,22.70,%
cts_buffer_depth,4,
ys_sh_xor,0,%
core_area,627700,um^2
gr-total-overflow,0,
p_sw_share,21.75,%
grt_pass1_vias,167400,
ys_seq_share,78.37,%
dp_hpwl,518.1,mm
path_max_fanout,73,
ctsHoldBuffers,0,
cp.required,27.12,ns
topRoutingLayerUsed,met5,
edf_count,8224,
post_cts_buffers,0,
synthAdderAreaFrac,0,%
synth_top_flop_cell,edfxtp_1,
setup_viol,0,
timing.slew.headroom,22.24,%
mux_area_share,14.00,%
p_leak,113.2,nW
end_kind,output pin,
ioPinCount,131,
cts_root_buf,clkbuf_16,
grt_use_total,32.07,%
synth_area_per_cell,20.55,um^2
fin_util,56.84,%
logic_area,65830,um^2
p_int,16.36,mW
syn_to_final_growth,13.22,%
htree_levels,6,
synth_flop_count,8224,
die_h,795.9,um
maxCapViolCount,0,
crit_type,in -> out,
dr.pass1.iters,6,
clock_sinks,8224,
tritoncts,yes,
synthSimpleGateAreaFrac,2.211,%
area_leaders,"edfxtp_1 78%, mux4_2 8.2%, mux2i_1 4.5%",
ys_area,315100,um^2
status,"complete, no violations",
routed-wl-met3,181.7,mm
gp_congestion,0.9061,
die-area,633400,um^2
crit_path_frequent_cell,buf_4,
numCtsBuffers,820,
cts_resized,0,
fmaxAchievable,0.04654,GHz
path_cells,buf_16 > buf_4 > buf_4 > buf_4 > buf_4 > buf_4 > buf_4 > buf_4 > buf_4 > mux2_2 > o21ai_0 > a21oi_1 > a221oi_1 > nand4_1 > a21oi_1 > a2111oi_2 > buf_4 > clkdlybuf4s50_1,
finalSetupTns,0,ns
fillers,45560,
netlist_area,315100,um^2
finalWirelength,897.2,mm
clk_pin_slew_worst_paths,0.06,ns
synth_cells,15340,
wl_per_cell,35.52,um
antenna_found_initial,55,
netlist.area_leader.share,78.37,%
route.detailed.drc,0,
async_reset_ff_share,0,%
initCoreUtil,50.20,%
maxSlewViolCount,0,
p_switching,4.547,mW
finalCritPeriodShare,63.38,%
warnings,58,
drt_iter0_drc,10630,
p_comb_share,4.9,%
seq_power_share,53.7,%
met1_length,271.9,mm
p_clk_share,41.4,%
viasPerCell,6.197,
ys_types,56,
finalHoldViolations,0,
cpMaxStageDelayCell,buf_4,
register_area,247000,um^2
fin_crit,21.49,ns
crit_path_start_kind,input port,
rows,291,
p_per_area,58.59,nW/um^2
io_buffers,106,
ir_worst_vdd,0.06252,mV
cp_slowest_stage_delay,0.66,ns
power.total,20.90,mW
ys_cells,15340,
rsz0062_at_grt,false,
ant_nets,0,
ys_warn_count,2,
num_vias,156500,
synth_top_cell_by_area,edfxtp_1,
ys_sh_aoi,3.914,%
max_slew.worst_pin.slew,1.156,ns
synth.logic.top_family,multiplexers,
dr_wl_met2,402.8,mm
grt_pass1_wl,1253,mm
worstPathArrival,14.71,ns
hold_path.class,in -> reg,
==> power groups by stage <==
stage	Sequential, mW	Clock [mW]	Combinational (mW)
6_report	11.2	8.65	1.03
4_1_cts	11.2	8.78	1.03
5_1_grt	11.2	9.16	1.09
==> final timing paths <==
check,slack (ns),startpoint,cells after the start,endpoint
setup / recovery,12.41,iEnd[3],18,oDado[7]
hold / removal,5.98,iDadoEscrita[17],1,BancoMem[254][17]$_DFFE_PP_
==> synthesized netlist by cell type, types with 192 or more instances <==
cell type	count
edfxtp_1	8224
nor2b_1	192
o22ai_1	416
buf_2	325
mux2_2	348
mux4_2	1154
clkbuf_1	378
a21oi_1	383
mux2i_1	1418
o21ai_0	349
nor2_1	480
==> area by class of cell <==
cell class | count | area share, %
sequential | 8224 | 69.22
timing repair buffer | 968 | 2.225
antenna | 32 | 0.02244
clock inverter | 466 | 1.136
clock buffer | 1034 | 6.012
multi-input combinational | 6184 | 18.45
inverter | 3 | 0.005260
tap | 8350 | 2.928
==> sequential cells by signal, indices dropped and copies added (netlist names) <==
signal,count
BancoMem,8192
oDebug,32
==> logic make-up (layout without fill, tap and decap cells) <==
| logic type | after synthesis | after routing |
|---|---|---|
| other | 0 | 32 |
| and+or+nand+nor | 1387 | 1387 |
| DFF | 8224 | 8224 |
| buffers and inverters | 927 | 2471 |
| muxes | 2920 | 2920 |
| AOI/OAI and AO/OA | 1877 | 1877 |
==> layout by cell type, fill, tap and decap left out, types with 181 or more instances in the layout <==
cell type	n
nor2_1	226
clkbuf_1	208
buf_4	846
o22ai_1	416
clkbuf_16	826
mux2i_1	1418
a211oi_1	181
nor2b_1	188
a21oi_1	383
edfxtp_1	8224
o21ai_0	349
mux4_2	1154
clkinv_1	216
mux2_2	348
nor2_4	254
==> stage by stage <==
step | cell area (um^2) | std cells | hold slack, ns | setup slack [ns]
6_report | 356800 | 25260 | 5.979 | 12.41
5_1_grt | 356700 | 25240 | 5.955 | 11.97
4_1_cts | 356700 | 25230 | 5.895 | 12.50
3_5_place_dp | 331200 | 23730 | 7.142 | 12.46
3_3_place_gp | 331200 | 23730 | 7.134 | 12.43
2_1_floorplan | 315100 | 15340 | 6.879 | 18.22
==> worst max-delay path: cells and delay by family <==
kind | cells | cell delay, ns
multiplexers | 1 | 0.39
AND-OR/OR-AND | 5 | 1.22
AND/OR/NAND/NOR | 1 | 0.21
buffers and inverters | 11 | 5.72
==> metal layers <==
metal	vias to the layer above	GRT usage, %
met2	10370	43.15
met3	1531	27.66
met4	67	10.14
met5	-	2.185
met1	78660	40.29
li1	65920	-
Power is estimated from default activity; no workload was simulated.

## ./run.sh

```bash
#!/bin/bash
# OpenROAD 26Q1-2900-gdf79404cd8, Yosys 0.63+post, stock flow scripts
make -C /OpenROAD-flow-scripts/flow DESIGN_CONFIG=/design/flow/config.mk WORK_HOME=/design/flow/orfs finish
```

## ./config.mk

```make
export PLATFORM = sky130hd
export DESIGN_NAME = MemInst
export DESIGN_NICKNAME = MemInst
export VERILOG_FILES = /design/flow/design.v
export SDC_FILE = /design/flow/constraint.sdc
export NUM_CORES = 4
export LEC_CHECK = 1
export CORE_AREA = 10 10 70 70
export DIE_AREA = 0 0 80 80
export SYNTH_MEMORY_MAX_BITS = 65536
```

## ./constraint.sdc

```tcl
current_design MemInst

set clk_period 2.3
set clk_io_pct 0.2

create_clock -name clk0 -period $clk_period

set non_clock_inputs [all_inputs -no_clocks]
set_input_delay [expr $clk_period * $clk_io_pct] -clock clk0 $non_clock_inputs
set_output_delay [expr $clk_period * $clk_io_pct] -clock clk0 [all_outputs]
```

## ./design.v

```verilog
parameter
	ON = 32'b1,
	OFF = 32'b0,
	ZERO = 32'h0,
	OPC_LOAD			= 7'b0000011,
	OPC_STORE		= 7'b0100011,
	OPC_RTYPE		= 7'b0110011,
	OPC_BRANCH 		= 7'b1100011,
	OPC_JAL			= 7'b1101111,
	FUNCT7_ADD		= 7'b0000000,
	FUNCT7_SUB		= 7'b0100000,
	FUNCT7_SLT		= 7'b0000000,
	FUNCT7_AND 		= 7'b0000000,
	FUNCT7_OR		= 7'b0000000,
	FUNCT3_LW		= 3'b010,
	FUNCT3_SW 		= 3'b010,
	FUNCT3_ADD 		= 3'b000,
	FUNCT3_SUB		= 3'b000,
	FUNCT3_SLT 		= 3'b010,
	FUNCT3_AND		= 3'b111,
	FUNCT3_OR		= 3'b110,
	FUNCT3_BEQ		= 3'b000,
	ST_FETCH 		= 6'd00,
	ST_FETCH1		= 6'd01,
	ST_DECODE		= 6'd02,
	ST_LWSW			= 6'd03,
	ST_SW				= 6'd04,
	ST_LW				= 6'd05,
	ST_LW1			= 6'd06,
	ST_RTYPE			= 6'd07,
	ST_ULAREGWRITE	= 6'd08,
	ST_BRANCH		= 6'd09,
	ST_JAL			= 6'd10,
	ST_ERROR			= 6'b111111,
FOCAFOFA = 32'hF0CAF0FA;
module MemInst(
	input wire iCLK,
	input [31:0] iLeInst,
	output [31:0] oInst
);
reg [31:0] BI[0:255];
integer i;
initial 
begin
	for(i = 0; i <= 255; i = i + 1)
		BI[i] = 32'b0;
	BI[0] = 32'h00052283;	 
	BI[1] = 32'h0045a303;	 
	BI[2] = 32'h006303b3;	 
	BI[3] = 32'h40538e33;	 
	BI[4] = 32'h0062feb3;	 
	BI[5] = 32'h0062ef33;	 
	BI[6] = 32'h0062afb3; 	 
	BI[7] = 32'h01c000ef;	 
	BI[8] = 32'h00628063;	 
	BI[9] = 32'h01c5a023;	 
	BI[10] = 32'h01d5a223;	 
	BI[11] = 32'h01e5a423;	 
	BI[12] = 32'h01f5a623;	 
	BI[13] = 32'h008000ef;	 
	BI[14] = 32'hfe5284e3;	 
	BI[15] = 32'h00000533;	 
	BI[16] = 32'h000005b3;	 
end
assign oInst = BI[iLeInst>>2];
endmodule 
```

==> notes.md <==
The flow ran to the end, but the final reports show violations. The checks that failed: negative setup slack. The run gives 124 mW/mm² for the ratio of total power to cell area.

Across the run, the number of max-cap violations was 0. The post-layout period usage of the worst path came out at 1.07. Per the post-place timing report, worst setup slack is -872 ps.

The run gives 2450 ps for the post-route minimum period. Setup repair after global routing could not meet its margin everywhere. The number of cells in the yosys synthesis report is 101, and the flop count is 0. Total routing usage reported by global routing: 0.0857.

The logs give 0 for the sequential area share after synthesis and 0.828 for the weighted congestion reported at the end of routability-driven placement. Recorded from the global router log, the overflow total was 0. The critical path is of the in -> out type. The critical path arrival is 1990 ps, and the number of distinct standard cells referenced by the synthesized netlist is 32.

Yosys synthesis warning count: 1. For the chip area in the Yosys report, the log shows 637 µm². For reference, the post-synthesis area per instance comes to 6.31 µm². Warnings raised by the tools during the run amount to 65.

The number of detailed-routing iterations run before antenna repair is 4. Diode insertion count for antenna repair: 0. The cell area after technology mapping came out at 637 µm². In this run the cell area measured after placement is 0.00114 mm². For the starting density of the core, the log shows 0.186. Most common cell after layout, fill and taps aside: sky130_fd_sc_hd__buf_4.

Once placement completed, the tool counted placed cells totaling 191. The xor/xnor cell area share of the yosys netlist was 0; the number of clock buffers in the layout was 0. With the endpoint required time on the critical path at 1840 ps, the final instance count without filler cells is 206. After routing the design area is 0.00136 mm². Final count of hold timing violations: 0. Measured along the y axis, the die boundary spans 80 µm. The routed via count came out at 907. Counting pins that exceed their max-slew limit in the final report gives 0. The final layout report lists a filler cell count of 328.

From left edge to right edge, the die measures 80 µm. The area growth from synthesis to layout is 113%. Per the cell usage report, the commonest logic cells after layout are 24 x sky130_fd_sc_hd__buf_4, 18 x sky130_fd_sc_hd__buf_2, 11 x sky130_fd_sc_hd__buf_6.

The core occupancy in the finished layout came out at 0.398. With the area share of and/or/nand/nor cells after synthesis at 0.363, the number of placement rows is 21. Via count of the first global-routing pass: 967.

STA classifies the critical path startpoint as an input port. Power comes to 169 µW. The layout report lists the combined flip-flop and latch area as 0 µm². After the first detailed-routing iteration, the DRC count stood at 37.

In the synthesized netlist, the dominant kind of combinational cell is simple AND/OR/NAND/NOR gates. The detailed router reported a total wirelength of 2850 µm. For the worst setup margin, the log shows -155 ps.

In this run the standard cell core region covers 0.00342 mm². For the global-route wire length before repair, the log shows 4710 µm. According to the hold report, the worst path is of the in -> out type. The area share of fa/ha/maj cells after synthesis is 0.138. Port buffering added 39 buffers.

The share of final-layout standard cells stronger than drive strength 1 was 0.550; the number of antenna violations at the first check in global routing was 0. The maximum fanout count along the critical path was 4; the area fraction in mux cells was 0.0314. The worst-case IR drop observed on VDD is 0.0620 mV. Setup violations remaining at the end of the flow were counted as 5. The cell count after synthesis came out at 101. The routed design shows a wire length per standard cell of 13.8 µm. The number of vias per cell works out to 4.40. The run gives 0.00640 mm² for the floorplan die area. Entering global routing, the biggest net connects 32 pins. During I/O placement, the number of pins put on the boundary was 65. In this run the static leakage power is 0.732 nW.

For this run, the top clock speed supported by timing is 407 MHz. The post-detailed-placement half-perimeter wirelength came out at 1970 µm. After detailed routing, the number of remaining DRC violations is 0. The post-synthesis compound-gate area fraction is 0.283. The count of nets left with antenna violations once routing finished came out at 0.

STA classifies the critical path endpoint as an output port.
[metal layers]
metal	up-vias	track usage	wire [µm]
li1	463	-	-
met1	415	0.117	1350
met2	27	0.147	1360
met3	2	0.0102	114
met4	0	0.00352	17
met5	-	0	0
[cells in the mapped netlist (2+ instances only)]
library cell	n	share of area
sky130_fd_sc_hd__mux2i_1	2	0.031
sky130_fd_sc_hd__inv_1	4	0.024
sky130_fd_sc_hd__clkbuf_1	6	0.035
sky130_fd_sc_hd__a31oi_1	2	0.020
sky130_fd_sc_hd__nand3b_1	2	0.024
sky130_fd_sc_hd__and2_1	2	0.020
sky130_fd_sc_hd__o21ai_0	5	0.039
sky130_fd_sc_hd__a211oi_1	2	0.024
sky130_fd_sc_hd__nor3_1	2	0.016
sky130_fd_sc_hd__nor2_1	8	0.047
sky130_fd_sc_hd__nand2b_1	5	0.049
sky130_fd_sc_hd__buf_4	8	0.094
sky130_fd_sc_hd__nand2_1	7	0.041
sky130_fd_sc_hd__a21oi_1	17	0.13
sky130_fd_sc_hd__nand3_1	3	0.024
sky130_fd_sc_hd__nor2b_1	4	0.039
sky130_fd_sc_hd__ha_1	7	0.14
[power by group]
group	leakage, nW	internal (mW)	total [mW]	switching, mW
sequential	0	0	0	0
combinational	0.732	0.0883	0.169	0.0806
clock	0	0	0	0
[worst paths after layout]
kind | from | end | slack [ps] | cells past startpoint
worst min-delay path | iLeInst[3] | oInst[14] | 1310 | 4
worst max-delay path | iLeInst[3] | oInst[10] | -150 | 8
[layout make-up]
| class | count | area (µm²) | area share |
|---|---|---|---|
| Multi-Input combinational cell | 81 | 631 | 0.464 |
| Inverter | 4 | 20.0 | 0.0147 |
| Tap cell | 46 | 57.6 | 0.0424 |
| Timing Repair Buffer | 75 | 651 | 0.479 |
[metrics by stage]
| step | TNS, ps | hold WS [ps] |
|---|---|---|
| floorplan | 0 | 937 |
| global placement | -17910 | 2050 |
| detailed placement | -18770 | 2050 |
| CTS | -1230 | 1320 |
| global route | -850 | 1350 |
| finish | -405 | 1310 |
[critical path, cell delays in order]
cell                       delay (ps)
sky130_fd_sc_hd__buf_8            100
sky130_fd_sc_hd__inv_4             50
sky130_fd_sc_hd__ha_4             120
sky130_fd_sc_hd__or3b_1           350
sky130_fd_sc_hd__a2111o_1         470
sky130_fd_sc_hd__buf_6            160
sky130_fd_sc_hd__a221oi_2         160
sky130_fd_sc_hd__buf_2            130
[repair_timing]
action                                  in CTS  in global routing
endpoints found under the setup margin      31                 23
pin swaps                                    7                  3
gates resized                              126                 19
gates cloned                                 1                  1
hold buffers                                 0                  0
buffers inserted                            14                  3
[cells by family after synthesis]
kind of cell / after synthesis
compound gates: 30
fa+ha+maj: 7
buf+inv: 20
mux: 2
other cells: 1
simple gates: 41
Power figures rest on the tool's default switching activity, not on a simulated workload.
